`flow/design.v`:
```
module SpriteVisible(output reg[1:0] patternTableOut, input[7:0] patternTable1, patternTable0, spriteX, spriteY, screenX, screenY, input hFlip, clk, tall);
	always @(posedge clk)
		if ((screenX >= spriteX) && ({1'b0, screenX} < ({1'b0, spriteX} + 9'd8)) && (screenY >= (spriteY + 1)) && ({1'b0, screenY} < ({1'b0, spriteY} + (tall ? 9'd17 : 9'd9))) && (spriteY < 8'hEF))
		begin
			if (hFlip == 1'b0)
				patternTableOut <= {patternTable1[3'h7 - screenX[2:0] + spriteX[2:0]], patternTable0[3'h7 - screenX[2:0] + spriteX[2:0]]};
			else
				patternTableOut <= {patternTable1[screenX[2:0] - spriteX[2:0]], patternTable0[screenX[2:0] - spriteX[2:0]]};
		end
		else
			patternTableOut <= 2'b00;
endmodule
module PaletteRamAddr(output reg[4:0] addr, input[1:0] patternTableBits, input[1:0] attrTableBits, input isSprite, clk);
	always @(posedge clk)
		if (patternTableBits == 2'b00)
			addr <= 5'b00000;
		else
			addr <= {isSprite, attrTableBits, patternTableBits};
endmodule
```
`flow/run.sh`:
```
#!/bin/bash
# OpenROAD 26Q1-2900-gdf79404cd8, Yosys 0.63+post, stock flow scripts
make -C /OpenROAD-flow-scripts/flow DESIGN_CONFIG=/design/flow/config.mk WORK_HOME=/design/flow/orfs finish
```
`flow/constraint.sdc`:
```
current_design SpriteVisible

set clk_period 4.8
set clk_io_pct 0.2

create_clock -name clk0 -period $clk_period [get_ports {clk}]

set non_clock_inputs [all_inputs -no_clocks]
set_input_delay [expr $clk_period * $clk_io_pct] -clock clk0 $non_clock_inputs
set_output_delay [expr $clk_period * $clk_io_pct] -clock clk0 [all_outputs]
```
`flow/config.mk`:
```
export PLATFORM = sky130hd
export DESIGN_NAME = SpriteVisible
export DESIGN_NICKNAME = SpriteVisible
export VERILOG_FILES = /design/flow/design.v
export SDC_FILE = /design/flow/constraint.sdc
export NUM_CORES = 4
export LEC_CHECK = 1
export CORE_AREA = 10 10 79 79
export DIE_AREA = 0 0 89 89
```
==> insert_results.sql <==
-- physical implementation figures
INSERT INTO impl_metrics (metric_group, metric, value, unit) VALUES
('floorplan', 'design.portCount', '53', ''),
('synth', 'async_flop_share', '0', '%'),
('cells_and_area', 'areaGrowthSynthToFinish', '54.23', '%'),
('cells_and_area', 'top_regs', 'patternTableOut (2)', ''),
('final_timing', 'finalSetupTns', '0', 'ns'),
('global_route', 'antenna_found_initial', '0', ''),
('synth', 'yosys-top-cells-area', 'sky130_fd_sc_hd__ha_1 33%, sky130_fd_sc_hd__mux4_1 9.1%, sky130_fd_sc_hd__xnor2_1 9.1%', ''),
('synth', 'ys.warnings.count', '1', ''),
('synth', 'yosys-stat-cells', '136', ''),
('cells_and_area', 'largest_register_ffs', '2', ''),
('synth', 'netlist.top_cell.by_area', 'sky130_fd_sc_hd__ha_1', ''),
('cells_and_area', 'largest-register', 'patternTableOut', ''),
('cells_and_area', 'nFillCells', '463', ''),
('critical_path', 'max_stage_delay', '0.47', 'ns'),
('clocking', 'clock_path_buffers', '2', ''),
('final_timing', 'setup_violations', '0', ''),
('synth', 'enable_flop_cells', '0', ''),
('run', 'max-cap-violations', '0', ''),
('critical_path', 'cpLargestDelayFamily', 'AND-OR/OR-AND gates', ''),
('power_and_ir_drop', 'max-vdd-ir-drop', '0.08597', 'mV'),
('clocking', 'numCtsBuffers', '3', ''),
('clocking', 'clock_sinks', '2', ''),
('final_timing', 'timing_max_transition_violations_final', '0', ''),
('global_route', 'grt_pass1_vias', '1248', ''),
('critical_path', 'cpMaxStageDelayCell', 'sky130_fd_sc_hd__clkdlybuf4s50_1', ''),
('clocking', 'ctsHoldBuffers', '0', ''),
('final_timing', 'layout_min_cycle_time', '3.343', 'ns'),
('critical_path', 'crit_path_end_kind', 'flip-flop', ''),
('route', 'route.detailed.drc', '0', ''),
('global_route', 'grt_pass1_wl', '5119', 'um'),
('final_timing', 'final.period_utilization', '69.65', '%'),
('final_timing', 'max-slew-margin-rel', '75.87', '%'),
('cells_and_area', 'mostFrequentLayoutCells', '52 x sky130_fd_sc_hd__clkdlybuf4s50_1, 30 x sky130_fd_sc_hd__ha_1, 17 x sky130_fd_sc_hd__inv_1', ''),
('cells_and_area', 'post_route_cells_drive_above_1_share', '2.632', '%'),
('clocking', 'postCtsResizedCells', '0', ''),
('floorplan', 'design.core.area', '0.004661', 'sq mm'),
('floorplan', 'die.size.x', '89', 'um'),
('min_path', 'min-delay-path-class', 'in2reg', ''),
('clocking', 'h_tree_levels', '1', ''),
('critical_path', 'start_kind', 'input port', ''),
('synth', 'synthesis.area', '0.001154', 'sq mm'),
('critical_path', 'path_cells', 'clkdlybuf4s50_1 > ha_1 > a31oi_1 > nor2b_1 > o21a_1 > xnor2_1 > ha_1 > nor4_1 > o21ai_0 > o22ai_1 > o22ai_1 > nor3_1', ''),
('route', 'avgViaCountPerCell', '4.779', ''),
('synth', 'synth_sequential_area_ratio', '3.471', '%'),
('clocking', 'clock_tree_from_tritoncts', 'done', ''),
('floorplan', 'die.size.y', '89', 'um'),
('final_timing', 'max_slew.worst_pin.slew', '0.3593', 'ns'),
('synth', 'ff_type', 'sky130_fd_sc_hd__dfxtp_1', ''),
('critical_path', 'timing.critical_path.fanout_max', '4', ''),
('floorplan', 'floorplan.core_util', '24.75', '%'),
('placed_design', 'io_buffers', '52', ''),
('power_and_ir_drop', 'power.density_cell_area', '141.8', 'mW/mm^2'),
('synth', 'yosys-stat-area', '0.001154', 'sq mm'),
('route', 'drt_pre_antenna_iters', '4', ''),
('floorplan', 'core.rowCount', '25', ''),
('synth', 'yosys_register_bits', '2', ''),
('placed_design', 'dpl.hpwl', '2806', 'um'),
('critical_path', 'critPathRequiredTime', '4.93', 'ns'),
('route', 'num_antenna_cells', '0', ''),
('synth', 'synth_cells', '136', ''),
('cells_and_area', 'most_frequent_logic_cell_in_the_layout', 'sky130_fd_sc_hd__clkdlybuf4s50_1', ''),
('run_status', 'status', 'finished clean', ''),
('clocking', 'clk_transition_reported_paths', '0.03', 'ns'),
('power_and_ir_drop', 'reported_leakage_power', '0.8024', 'nW'),
('global_route', 'grt-ovfl-total', '0', ''),
('route', 'drt-total-wl', '2984', 'um'),
('critical_path', 'critPathArrivalTime', '3.47', 'ns'),
('final_timing', 'setup_ws', '1.457', 'ns'),
('run', 'stage_log_warnings', '26', ''),
('critical_path', 'critical_path_buf_inv_count', '1', ''),
('route', 'drtIter0Drc', '30', '');
[cell usage after synthesis (2+ instances only)]
cell type / count
sky130_fd_sc_hd__ha_1: 30
sky130_fd_sc_hd__inv_1: 17
sky130_fd_sc_hd__xnor2_1: 12
sky130_fd_sc_hd__nand3_1: 10
sky130_fd_sc_hd__a21oi_1: 9
sky130_fd_sc_hd__o21ai_0: 5
sky130_fd_sc_hd__xor2_1: 5
sky130_fd_sc_hd__a21o_1: 4
sky130_fd_sc_hd__mux4_1: 4
sky130_fd_sc_hd__nor2_1: 4
sky130_fd_sc_hd__nor3_1: 4
sky130_fd_sc_hd__nand2_1: 3
sky130_fd_sc_hd__nor2b_1: 3
sky130_fd_sc_hd__a211o_1: 2
sky130_fd_sc_hd__a211oi_1: 2
sky130_fd_sc_hd__a31oi_1: 2
sky130_fd_sc_hd__and3_1: 2
sky130_fd_sc_hd__dfxtp_1: 2
sky130_fd_sc_hd__mux2i_1: 2
sky130_fd_sc_hd__o22ai_1: 2
[metrics by stage]
stage	total power, W	instances	area, sq um	hold WS [ns]
final	0.0002523	244	1779	1.630
after global routing	0.0002806	244	1779	1.692
after CTS	0.0002569	244	1779	1.631
after detailed placement	0.0001896	241	1738	1.662
after global placement	0.0001902	241	1738	1.672
after floorplan	0.0001201	136	1154	1.218
[layer usage]
layer  part of all wire, %  wire length, um  track usage [%]
met3                    11              328            3.765
met2                    44             1303            13.30
met5                     0                0                0
met4                  0.90               27           0.7225
met1                    44             1324            9.505
[kinds of logic after synthesis]
family	after synthesis	synth area share, %
compound gates	32	18.44
xor+xnor	18	14.32
fa+ha+maj	31	34.27
buf+inv	18	5.856
flops	2	3.471
mux	6	10.85
simple gates	29	12.80
[where the power goes]
group | internal [W] | switching (W) | leakage (nW)
Clock | 0.0000529 | 0.0000119 | 0.0216
Sequential | 0.0000179 | 0.000000457 | 0.0162
Combinational | 0.0000993 | 0.0000698 | 0.765
Total | 0.000170 | 0.0000822 | 0.802
[path summary, 6_finish.rpt]
path,cells after the start,endpoint,start
min,5,patternTableOut[0],spriteX[6]
max,12,patternTableOut[1],spriteY[3]
[final cells by class]
cell class / count / area, sq um / share of cell area [%]
multi-input cells: 116 / 1046 / 58.79
repair buffers: 52 / 520.5 / 29.25
well taps: 54 / 67.56 / 3.797
inverters: 17 / 63.81 / 3.586
clock buffers: 3 / 41.29 / 2.321
flip-flops and latches: 2 / 40.04 / 2.250
Power figures rest on the tool's default switching activity, not on a simulated workload.
